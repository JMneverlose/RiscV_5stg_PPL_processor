==> flow/design.v <==
module mux_2to1
#(parameter DATAWIDTH = 32)
(
    input wire [DATAWIDTH-1:0] inputA, inputB,
    input wire select,
    output wire [DATAWIDTH-1:0] selected_out
);
    assign selected_out = select ? inputA : inputB;
endmodule
module mux_3to1 
#(parameter DATAWIDTH = 32)
(
    input wire [DATAWIDTH-1:0] inputA, inputB, inputC,
    input wire [1:0] select,
    output reg [DATAWIDTH-1:0] selected_out
);
    always @(*)
    casex(select)
        2'b00:
            selected_out = inputA;
        2'b01:
            selected_out = inputB;
        2'b10:
            selected_out = inputC;
        default:
            selected_out = 32'bx;
    endcase
endmodule
module mux_4to1 
#(parameter DATAWIDTH = 32)
(
    input wire [DATAWIDTH-1:0] inputA, inputB, inputC, inputD,
    input wire [1:0] select,
    output reg [DATAWIDTH-1:0] selected_out
);
    always @(*)
    casex(select)
        2'b00:
            selected_out = inputA;
        2'b01:
            selected_out = inputB;
        2'b10:
            selected_out = inputC;
        2'b11:
            selected_out = inputD;
        default:
            selected_out = 32'bx;
    endcase
endmodule
module mux_6to1 
#(parameter DATAWIDTH = 32)
(
    input wire [DATAWIDTH-1:0] inputA, inputB, inputC, inputD, inputE, inputF,
    input wire [2:0] select,
    output reg [DATAWIDTH-1:0] selected_out
);
    always @(*)
    casex(select)
        3'b000:
            selected_out = inputA;
        3'b001:
            selected_out = inputB;
        3'b010:
            selected_out = inputC;
        3'b011:
            selected_out = inputD;
        3'b100:
            selected_out = inputE;
        3'b101:
            selected_out = inputF;
        default:
            selected_out = 32'bx;
    endcase
endmodule
==> flow/config.mk <==
export PLATFORM = sky130hd
export DESIGN_NAME = mux_2to1
export DESIGN_NICKNAME = mux_2to1
export VERILOG_FILES = /design/flow/design.v
export SDC_FILE = /design/flow/constraint.sdc
export NUM_CORES = 4
export LEC_CHECK = 1
export CORE_AREA = 10 10 70 70
export DIE_AREA = 0 0 80 80
==> flow/constraint.sdc <==
current_design mux_2to1

set clk_period 1.0
set clk_io_pct 0.2

create_clock -name clk0 -period $clk_period

set non_clock_inputs [all_inputs -no_clocks]
set_input_delay [expr $clk_period * $clk_io_pct] -clock clk0 $non_clock_inputs
set_output_delay [expr $clk_period * $clk_io_pct] -clock clk0 [all_outputs]
==> flow/run.sh <==
#!/bin/bash
# OpenROAD 26Q1-2900-gdf79404cd8, Yosys 0.63+post, stock flow scripts
make -C /OpenROAD-flow-scripts/flow DESIGN_CONFIG=/design/flow/config.mk WORK_HOME=/design/flow/orfs finish
==> Changelog: implementation <==
## Implementation

* Num rows at 21
* Area growth syn-to-layout at 198%
* Violated checks: setup timing
* Slew Limit Fails at 0
* ANT cells at 0
* Avg Cell Area, Syn at 15.1 um^2
* Hold_ws at 0.693 ns
* Boundary Pins at 97
* Yosys cell count at 36
* Number of detailed-route iterations in the first pass at 2
* Die Height at 80 um
* Final setup viols at 32
* Buffers on Ports at 97
* Global-route wire length before repair at 3970 um
* Commonest cells after routing, fill and taps aside: 46 x dlygate4sd2_1, 32 x mux2_4, 22 x buf_6
* GRT overflow at 0
* CP delay by family, top: buffers and inverters
* Worst slew pin tran at 0.112 ns
* Die X at 80 um
* Post-placement setup slack at -0.501 ns
* RD Place Congestion at 0.758
* Cells after synthesis at 36
* 1st-iter DRT viols at 1
* Detailed-placement wirelength estimate at 2390 um
* Core outline area at 3420 um^2
* Final hold violation count at 0
* Register Area at 0 um^2
* Area reported by Yosys stat at 544 um^2
* Synth cell types at 4
* Vias in the first global route at 721
* Log Warnings at 34
* RSZ-0062 raised after global routing: true
* Pwr Total at 0.000637 W
* Die area at 6400 um^2
* Maximum net fanout on the critical path at 1
* Routed vias at 701
* Period Utilization, post-route at 117%
* Maximum VDD drop at 0.000171 V
* Most numerous logic cell after layout: dlygate4sd2_1
* GRT Overall Usage at 7.67%
* Maxcap violations at 0
* Largest net degree at the start of global routing at 11
* PwrDens at 393 nW/um^2
* Yosys warning tally at 0
* Post-Route WL at 2780 um
* Hold Crit Class: in -> out
* Hold Buf Count CTS at 0
* Starting Density at 15.9%
* Setup ws final at -0.171 ns
* Critical Path Max Stage Delay at 0.39 ns
* Worst setup path class: in -> out
* Fmax at 854 MHz
* Crit path cell chain: clkdlybuf4s50_1 > mux2_4 > buf_6
* Layout cells sized above 1 at 54.0%
* Crit start category: primary input
* Sequential element share of the synthesized area at 0%
* Rel. slew slack at 92.5%
* CP bufs+invs at 2
* Crit-path slowest cell: clkdlybuf4s50_1
* Worst path required time at 0.80 ns
* Crit end category: output pin
* Avg WL per Cell at 15.0 um
* Tmin final at 1.17 ns
* Antenna viol nets, final at 0
* Seq Cell Count at 0
* Crit path arrival time at 0.97 ns
* Synthesized area at 544 um^2
* Clock buffer cells at 0
* Status: finished with violations
* Initial antenna violation count at 0
* P_leak at 0.902 nW
* Drt drc at 0
* Drt via density at 3.79
worst paths after layout:
kind	slack, ns	cells past startpoint	end	start
hold / removal	0.69	3	selected_out[17]	inputA[17]
setup / recovery	-0.17	3	selected_out[24]	inputB[24]
report_power, final:
part           switching, W  internal [W]
clock                     0             0
sequential                0             0
combinational      0.000135      0.000502
total              0.000135      0.000502
logic make-up after synthesis:
family	synth area share, %
multiplexers	86.9
buffers and inverters	13.1
routing by layer:
metal	vias up	share of wire [%]	global-route usage (%)
met3	0	14	3.52
met2	51	50	13.4
met1	306	36	8.83
met4	0	0	0
li1	344	-	-
met5	-	0	0
Yosys cell counts:
cell type,n,share of area [%]
buf_12,3,11
mux2_2,2,4.1
buf_6,1,2.1
mux2_4,30,83
per-stage QoR:
step / utilization [%] / std cells / area (um^2) / setup TNS (ns)
5_1_grt: 47.5 / 185 / 1620 / -4.70
2_1_floorplan: - / 36 / 544 / 0
3_5_place_dp: 44.6 / 177 / 1520 / -15.33
4_1_cts: 45.3 / 185 / 1550 / -4.29
6_report: 47.5 / 185 / 1620 / -3.91
3_3_place_gp: 44.6 / 177 / 1520 / -15.30
worst min-delay path: cells and delay by family:
family                 cells  cell delay, ns
multiplexers               1            0.13
buffers and inverters      2            0.16
repair_timing:
| item | CTS | global route |
|---|---|---|
| endpoints found under the setup margin | 32 | 32 |
| gates resized | 168 | 17 |
| cloned | 1 | 0 |
| buffers inserted | 7 | 0 |
layout make-up:
class	instances	area (um^2)
fillers	342	1790
repair buffers	107	1080
multi-input cells	32	480
well taps	46	57.6
Power is estimated from default activity; no workload was simulated.
